File: /design/flow/constraint.sdc
current_design PR7

set clk_period 1.5
set clk_io_pct 0.2

create_clock -name clk0 -period $clk_period [get_ports {clk}]

set non_clock_inputs [all_inputs -no_clocks]
set_input_delay [expr $clk_period * $clk_io_pct] -clock clk0 $non_clock_inputs
set_output_delay [expr $clk_period * $clk_io_pct] -clock clk0 [all_outputs]
File: /design/flow/run.sh
#!/bin/bash
# OpenROAD 26Q1-2900-gdf79404cd8, Yosys 0.63+post, stock flow scripts
make -C /OpenROAD-flow-scripts/flow DESIGN_CONFIG=/design/flow/config.mk WORK_HOME=/design/flow/orfs finish
File: /design/flow/design.v
module binary_counter
#(parameter WIDTH=4)
(
	input clk, reset,
	output reg [WIDTH-1:0] count
);
	always @ (posedge clk or posedge reset)
	begin
		if (reset)
			count <= 0;
		else
			count <= count + 1;
	end
endmodule
module PR7  
#(parameter PWM_WIDTH=4)
(
	input clk, reset,
	input [PWM_WIDTH-1:0] imp_width,
	output pwm_out
);
	wire [PWM_WIDTH-1:0] cnt;
	binary_counter counter (.clk(clk), .reset(reset), .count(cnt));
	assign pwm_out = (imp_width > cnt) ? 1'b1 : 1'b0;
endmodule
File: /design/flow/config.mk
export PLATFORM = sky130hd
export DESIGN_NAME = PR7
export DESIGN_NICKNAME = PR7
export VERILOG_FILES = /design/flow/design.v
export SDC_FILE = /design/flow/constraint.sdc
export NUM_CORES = 4
export LEC_CHECK = 1
export CORE_AREA = 10 10 70 70
export DIE_AREA = 0 0 80 80
==> results.py <==
# Metrics from the implementation run
metrics = {
    "outcome": {
        "status": "finished with violations",
        "violations": "negative setup slack",
    },
    "cells_and_area": {
        "drive_gt1_share_pct": 27.0,
        "utilization_pct": 12.3,
        "num-fill-cells": 397,
        "lay_top_cells": "inv_1, ha_1, dfrtp_1, buf_4, clkbuf_4",
        "final_cells": 83,
        "largest_register_ffs": 4,
        "largest_register": "counter.count",
        "mostFrequentLayoutCell": "inv_1",
        "top_regs": "counter.count: 4 flops",
        "area_delta_synth_final_pct": 75.4,
    },
    "logic_synthesis": {
        "postSynthSeqShare_pct": 41.9,
        "yosys_warnings": 1,
        "yosys_cells": 24,
        "yosysChipArea_um2": 239,
        "avgSynthCellArea_um2": 9.96,
        "top_cell_area_share_pct": 41.9,
        "syn_inst": 24,
        "syn_area_um2": 239,
        "yosysTopAreaCell": "dfrtp_1",
        "ys_top_cells_by_area": "dfrtp_1, ha_1, inv_1, xnor2_1, xor2_1",
        "synthDistinctLibCells": 12,
        "ys_ff": 4,
    },
    "clock_network": {
        "htreeDepth": 1,
        "post_cts_buffers": 0,
        "clkLatencyLatePin_ns": 0.23,
        "cts-root-buf": "clkbuf_4",
        "clk_pin_slew_ns": 0.04,
        "cts_hold_buf": 0,
        "cts_tree": "done",
        "cts_buffers": 3,
        "clock-sinks": 4,
        "clockBufferDepth": 2,
    },
    "timing": {
        "finalHoldViolations": 0,
        "slew_headroom_pct": 89.2,
        "final.setup.worst_slack_ns": -0.112,
        "finalClockPeriodUsage_pct": 107,
        "setup_viol": 1,
        "tightest_slew_ns": 0.162,
        "slew_violations": 0,
        "holdWs_ns": 0.249,
        "grt_setup_unrepaired": "true",
        "clock_skew_ns": 0.00284,
        "max_freq_mhz": 620,
        "fin_crit_ns": 1.61,
    },
    "drt": {
        "via_per_inst": 2.28,
        "drt_wl_total_um": 517,
        "via_count": 189,
        "first_pass_iters": 2,
        "drt_iter0_markers": 3,
        "drtAntennaViolNets": 0,
        "drc": 0,
        "wl_per_cell_um": 6.23,
        "n_antenna_cell": 0,
    },
    "placed_design": {
        "place_congestion": 0.685,
        "placedCellCount": 80,
        "portBuffers": 6,
        "dp_hpwl_um": 408,
    },
    "global_routing": {
        "gr-total-overflow": 0,
        "first_global_vias": 226,
        "grt_pass1_wl_um": 1000,
        "grt_usage_pct": 2.02,
        "antenna_found_initial": 0,
        "grt_max_degree": 5,
    },
    "critical_path": {
        "cp_data_arrival_time_ns": 1.31,
        "crit_path_max_fanout": 2,
        "crit-reg2reg-launch": "counter.count[0]$_DFF_PP0_",
        "worstRegToRegCells": 3,
        "startpoint": "counter.count[1]$_DFF_PP0_",
        "path_class": "reg -> out",
        "cp_data_required_time_ns": 1.20,
        "startpoint_type": "flop",
        "r2r-end": "counter.count[2]$_DFF_PP0_",
        "end_kind": "output pin",
        "r2r_setup_slack_ns": 0.53,
    },
    "pwr": {
        "seq_power_share_pct": 39.8,
        "netSwitchingPower_uw": 56.5,
        "leakage_uw": 0.000211,
        "pwr-share-comb_pct": 10.6,
        "irDropWorstVdd_mv": 0.109,
        "powerDensity_nw_per_um2": 649,
        "p_int_uw": 216,
        "finalPower_uw": 272,
        "switching_share_pct": 20.8,
        "power.share.clock_pct": 49.5,
    },
    "die": {
        "rows": 21,
        "die_x_um": 80,
        "die_h_um": 80,
        "die_area_um2": 6400,
        "io_pins": 7,
        "core_um2": 3420,
        "fp_util_pct": 7.00,
    },
    "run": {
        "cap_violations": 0,
        "openroad.warnings": 27,
    },
    "worst_hold_path": {
        "hold_path.class": "in -> async",
    },
}
-- cells by family after synthesis --
kind of cell	count (synthesis)	share of synthesized area [%]
compound gates	3	6.28
xor+xnor	2	7.33
simple gates	4	8.90
fa+ha+maj	5	26.2
buf+inv	6	9.42
flops	4	41.9
-- stage by stage --
| step | setup TNS, ns | setup WS [ns] | cell area [µm²] |
|---|---|---|---|
| global placement | -0.604 | -0.604 | 387 |
| global route | -0.267 | -0.267 | 419 |
| finish | -0.112 | -0.112 | 419 |
| CTS | -0.194 | -0.194 | 402 |
| detailed placement | -0.629 | -0.629 | 387 |
| floorplan | 0 | 0.273 | 239 |
-- critical path, cell delays in order, from the launching register on --
cell	delay, ns
dfrtp_1	0.36
inv_2	0.05
ha_4	0.25
nor2b_1	0.13
o21ai_1	0.07
a21oi_1	0.11
buf_2	0.11
-- how the worst max path moves through the flow --
| stage | end | slack [ns] | cells past startpoint |
|---|---|---|---|
| finish | pwm_out | -0.11 | 6 |
| global route | pwm_out | -0.27 | 6 |
| CTS | pwm_out | -0.19 | 6 |
-- layer usage --
layer,track usage [%],wire length (µm),up-vias
met5,0,0,-
met4,0.528,0,0
met3,1.82,80,0
met1,2.54,283,76
met2,2.41,154,9
li1,-,-,104
-- synthesized netlist by cell type --
cell     count
ha_1         5
dfrtp_1      4
nand4_1      1
o21ai_0      1
o21ai_1      1
a21oi_1      1
nor2_1       1
nand3_1      1
inv_1        6
xor2_1       1
nor2b_1      1
xnor2_1      1
-- repair_timing --
action	in CTS	in global routing
pin swaps	4	5
gates resized	6	4
endpoints found under the setup margin	1	1
-- final cells by class --
class | instances | area [µm²] | area share [%]
Multi-Input combinational cell | 14 | 129 | 30.7
Sequential cell | 4 | 100 | 23.9
Timing Repair Buffer | 10 | 87.6 | 20.9
Tap cell | 46 | 57.6 | 13.7
Clock buffer | 3 | 22.5 | 5.37
Inverter | 6 | 22.5 | 5.37
-- power groups by stage --
stage / sequential (µW) / clock, µW / combinational (µW)
5_1_grt: 108 / 153 / 35.5
4_1_cts: 108 / 145 / 28.5
6_report: 108 / 135 / 29.0
No activity file was given, so power comes from the tool's default toggle rates.
