[design/flow/run.sh]
#!/bin/bash
# OpenROAD 26Q1-2900-gdf79404cd8, Yosys 0.63+post, stock flow scripts
make -C /OpenROAD-flow-scripts/flow DESIGN_CONFIG=/design/flow/config.mk WORK_HOME=/design/flow/orfs finish
[design/flow/config.mk]
export PLATFORM = sky130hd
export DESIGN_NAME = PR41
export DESIGN_NICKNAME = PR41
export VERILOG_FILES = /design/flow/design.v
export SDC_FILE = /design/flow/constraint.sdc
export NUM_CORES = 4
export LEC_CHECK = 1
export CORE_AREA = 10 10 70 70
export DIE_AREA = 0 0 80 80
[design/flow/constraint.sdc]
current_design PR41

set clk_period 4.2
set clk_io_pct 0.2

create_clock -name clk0 -period $clk_period

set non_clock_inputs [all_inputs -no_clocks]
set_input_delay [expr $clk_period * $clk_io_pct] -clock clk0 $non_clock_inputs
set_output_delay [expr $clk_period * $clk_io_pct] -clock clk0 [all_outputs]
[design/flow/design.v]
module sum4 (A, B, P0, S, P);
input wire [3:0] A;
input wire [3:0] B;
input wire P0;
output wire [3:0] S;
output wire P;
assign {P, S} = A + B + P0;
endmodule
module cmp_err_3(sum_1, c_1, sum_2, c_2, sum_3, c_3, sum, c_out, err);
output wire [3:0] sum;
output wire c_out;
output wire err;
input wire [3:0] sum_1;
input wire [3:0] sum_2;
input wire [3:0] sum_3; 
input wire c_1;
input wire c_2;
input wire c_3;
assign err = ({c_1, sum_1} ^ {c_2, sum_2}) && ({c_3, sum_3} ^ {c_2, sum_2}) && ({c_1, sum_1} ^ {c_3, sum_3});
assign {c_out, sum} = err ? 0 : (!({c_1, sum_1} ^ {c_2, sum_2}) ? {c_1, sum_1} : {c_3, sum_3});
endmodule
module PR41(a, b,	c_in, sum, c_out, err, interference_1, interference_3);
output wire [3:0] sum;
output wire c_out, err;
input wire [3:0] a;
input wire [3:0] b; 
input wire c_in;
input wire [3:0]interference_1;
input wire [3:0]interference_3;
wire [3:0] w_s1, w_s2, w_s3;
wire w_c1, w_c2, w_c3;
sum4 ADD_1 (.S(w_s1), .P(w_c1), .A(a), .B(b), .P0(c_in));
sum4 ADD_2 (.S(w_s2), .P(w_c2), .A(a), .B(b), .P0(c_in));
sum4 ADD_3 (.S(w_s3), .P(w_c3), .A(a), .B(b), .P0(c_in));
cmp_err_3 ERR (.sum_1(w_s1 | interference_1), .c_1(w_c1), .sum_2(w_s2), .c_2(w_c2), .sum_3(w_s3 | interference_3), .c_3(w_c3), .sum(sum), .c_out(c_out), .err(err));
endmodule
==> metrics.yaml <==
whs_ns: 2.39
dpl_cell_area_um2: 753
yosys_area_um2: 405
synth_warnings: 0
period_minus_slack_ns: 4.08
die-area_mm2: 0.00640
end_kind: "output port"
ys_cells: 49
rows: 21
maxCapViolCount: 0
logic_area_um2: 420
use_met2_pct: 5.46
grt-busiest-layer: "met1"
die_h_um: 80
place.gp.congestion: 0.858
drt-total-wl_um: 1440
cp-startpoint: "c_in"
die_x_um: 80
grt_max_degree: 7
ir_worst_vdd_uv: 52.3
worstPathMaxFanout: 4
layout-drive-gt1-share_pct: 30.2
min_path_type: "input port to output port"
cp-endpoint: "sum[2]"
register_area_um2: 0
gr-total-overflow: 0
drc: 0
syn2layout_area_growth_pct: 102
synth_seq_share_pct: 0
grt_pass1_vias: 497
drt-initial-drc-count: 27
port_buffers: 23
worstSetupPathType: "input port to output port"
warnings: 33
coreArea_mm2: 0.00342
met1_usage_pct: 6.51
nFillCells: 365
clkbuf_count: 0
hold_viol: 0
syn_inst: 49
synth.largest_area_cell: "fa_1"
final_area_um2: 820
fmax_mhz: 245
synth.avg_cell_area_um2: 8.27
status: "complete, no violations"
yosysUniqueCellTypes: 26
wl_per_cell_um: 10.9
top_cell_area_share_pct: 9.88
power_mw: 0.162
topCellsByArea: "fa_1 9.9%, ha_1 9.3%, a21oi_1 7.4%"
leakage_nw: 0.346
postCtsHoldBufs: 0
dp_hpwl_um: 1240
dr.pass1.iters: 6
fp-utilization_pct: 11.9
synth_top_cell_by_count: "a21oi_1"
antenna_found_initial: 0
grtUsageTotal_pct: 4.14
diodes: 0
post_drt_via_cell_ratio: 3.93
relSlewSlack_pct: 73.4
ant_nets: 0
power_density_mw_per_mm2: 198
seq_cell_count: 0
startpoint_type: "input port"
final_util_pct: 24.0
finalCritPeriodShare_pct: 97.2
vias: 519
drv_slew: 0
setup_viol: 0
synth_area_um2: 405
pin_count: 23
required_ns: 3.36
tightest_slew_ns: 0.394
use_met3_pct: 1.48
cp.arrival_ns: 3.24
grt_pass1_wl_um: 2210
worst min-delay path by stage:
stage / from / to / slack, ns / cells after the start
after global routing: a[0] / sum[0] / 2.44 / 5
final: a[0] / sum[0] / 2.39 / 5
after CTS: interference_3[0] / sum[0] / 2.48 / 4
cells in the final DEF, fill, tap and decap left out, drive strengths merged, types with 3 or more instances in the layout:
cell type,synthesis,layout
clkdlybuf4s50,0,14
buf,0,14
a21oi,7,7
dlygate4sd2,0,6
nor3,4,4
nand2,3,3
inv,3,3
xor2,3,3
ha,3,3
xnor2,3,3
nor2,3,3
metrics by stage:
step,cells,worst slack (ns),setup TNS [ns]
floorplan,49,0.710,0
global placement,126,-0.441,-2.22
detailed placement,126,-0.433,-2.32
CTS,129,-0.00573,-0.00573
global route,132,-0.0297,-0.0457
finish,132,0.118,0
layout make-up:
class                      count  area share, %
inverter                       3           1.37
multi-input combinational     46           51.3
tap                           46           7.02
timing repair buffer          37           40.3
critical path: stages:
cell and delay (ns):
dlygate4sd2_1 0.25, fa_2 0.40, fa_2 0.42, xnor2_4 0.16
a22o_1 0.25, nor4_4 0.23, buf_4 0.16, buf_4 0.10
mux2i_1 0.16, a21oi_1 0.08, clkdlybuf4s15_1 0.18
kinds of logic after synthesis:
group / Yosys count / synth area share (%)
buf+inv: 3 / 2.78
simple gates: 21 / 40.1
xor+xnor: 6 / 13.0
mux: 1 / 2.47
compound gates: 13 / 22.5
fa+ha+maj: 5 / 19.1
repair_timing:
item / 4_1_cts / 5_1_grt
setup endpoints to repair: 6 / 6
pin swaps: 3 / 6
setup buffers: 3 / 3
gates resized: 13 / 3
report_power, final:
group / switching, mW / leakage, nW / internal [mW]
logic: 0.0650 / 0.346 / 0.0972
registers: 0 / 0 / 0
clock network: 0 / 0 / 0
metal layers:
| metal | wire [um] | part of all wire, % | vias up |
|---|---|---|---|
| li1 | - | - | 266 |
| met1 | 771 | 54 | 232 |
| met2 | 522 | 36 | 21 |
| met3 | 141 | 9.8 | 0 |
| met4 | 0 | 0 | 0 |
| met5 | 0 | 0 | - |
Power figures rest on the tool's default switching activity, not on a simulated workload.
