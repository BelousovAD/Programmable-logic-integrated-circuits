**./run.sh**
```bash
#!/bin/bash
# OpenROAD 26Q1-2900-gdf79404cd8, Yosys 0.63+post, stock flow scripts
make -C /OpenROAD-flow-scripts/flow DESIGN_CONFIG=/design/flow/config.mk WORK_HOME=/design/flow/orfs finish
```
**./config.mk**
```make
export PLATFORM = sky130hd
export DESIGN_NAME = ALU_2020
export DESIGN_NICKNAME = ALU_2020
export VERILOG_FILES = /design/flow/design.v
export SDC_FILE = /design/flow/constraint.sdc
export NUM_CORES = 4
export LEC_CHECK = 1
export CORE_AREA = 10 10 111 111
export DIE_AREA = 0 0 121 121
```
**./constraint.sdc**
```tcl
current_design ALU_2020

set clk_period 6.6
set clk_io_pct 0.2

create_clock -name clk0 -period $clk_period

set non_clock_inputs [all_inputs -no_clocks]
set_input_delay [expr $clk_period * $clk_io_pct] -clock clk0 $non_clock_inputs
set_output_delay [expr $clk_period * $clk_io_pct] -clock clk0 [all_outputs]
```
**./design.v**
```verilog
module ALU_2020
#(parameter BIT = 4, FLAG = 1, OPCODE = 4)
(
   output  [OPCODE-1:0] LEDR,
	output [6:0]  HEX0, HEX1, HEX2, HEX3, HEX4,
   input   [17:0] SW
);
wire [BIT-1:0] w_a, w_b, w_c;
wire [OPCODE-1:0] w_op;
wire w_flag;
assign w_op = SW[17:(17-OPCODE+1)];
assign w_a = SW[BIT-1:0];
assign w_b = SW[BIT*2-1:BIT];
assign LEDR = w_op;
ALU_2020_f ALU 
(	.c (w_c),
	.flag (w_flag),
	.instr (w_op),
	.a (w_a),
	.b (w_b)
);
SevenSeg op (.d(w_op), .segments (HEX4) );
SevenSeg a1 (.d(w_a), .segments (HEX3) );
SevenSeg b1(.d(w_b), .segments (HEX2) );
SevenSeg c1(.d(w_c), .segments (HEX0) );
SevenSeg flag (.d({3'b000, w_flag}), .segments (HEX1) );
endmodule
module ALU_2020_f
#(parameter BIT = 4, OPCODE = 4)
(
   output reg [BIT-1:0] c,
	output reg flag,
	input [OPCODE-1:0] instr,
	input [BIT-1:0] a,
	input [BIT-1:0] b
);
parameter
NOP = 	4'b0000,
NOT = 	4'b0001,
LSHIFT = 4'b0010,
RSHIFT = 4'b0011,
RCSHIFT = 4'b0100,  
LAND = 	4'b1001,
LOR = 	4'b1010,
ADD = 	4'b1011,
SUB = 	4'b1100,
XOR = 	4'B1101;  
always @ (*) 
	case (instr)
		NOP: {flag,c} = 0; 				
		NOT: {flag, c} = {1'b0, ~a}; 		
		LSHIFT: {flag, c} = {a, 1'b0};		
		RSHIFT: {c, flag} = {1'b0, a};		
		LAND: {flag, c} = {1'b0, a & b}; 
		LOR: {flag, c} = {1'b0, a | b};
		ADD: {flag, c} = a+b; 
		SUB: {flag, c} = a-b; 
		RCSHIFT: {c, flag} = {flag, a};
		XOR: {flag, c} = {1'b0, a ^ b};
		default: {flag, c} = {BIT+1{1'b0}}; 
   endcase	
endmodule
module SevenSeg
(
input wire [3:0] d,
output reg [6:0] segments
);
always @*
begin
  case(d)
   4'd0:  segments = ~ 7'b0111111;
   4'd1:  segments = ~ 7'b0000110;
   4'd2:  segments = ~ 7'b1011011;
   4'd3:  segments = ~ 7'b1001111;
   4'd4:  segments = ~ 7'b1100110;
   4'd5:  segments = ~ 7'b1101101;
   4'd6:  segments = ~ 7'b1111101;
   4'd7:  segments = ~ 7'b0000111;
   4'd8:  segments = ~ 7'b1111111;
   4'd9:  segments = ~ 7'b1101111;
   4'd10:  segments = ~ 7'b1110111;
   4'd11:  segments = ~ 7'b1111100;
   4'd12:  segments = ~ 7'b0111001;
   4'd13:  segments = ~ 7'b1011110;
   4'd14:  segments = ~ 7'b1111001;
   4'd15:  segments = ~ 7'b1110001;
	default:
   segments = ~ 7'b1000000;
	endcase
end
endmodule
```
==> summary.txt <==
Physical design

The flow ran to the end, and the final reports show no timing, DRC or antenna violations. The residual overflow from global routing stands at 0. The routability congestion estimate stands at 0.867. The starting utilization of the core area stands at ~17%. The number of warnings the tools reported stands at approximately 66. The layout clock buffer count stands at 0. Yosys mapped the design onto 50 distinct sky130hd cell types.

The global-route wire length before repair stands at ~8000 um. The floorplan step set the die height to about 120 um. The chip occupies about 0.015 mm^2. Adding up every negative setup slack in the final design gives 0 ps. The routed length per placed instance stands at ~12 um. Before antenna repair, the detailed router went through 4 iterations. The worst setup path is launched from an input pin.

The number of antenna violations at the first check in global routing is 0. The worst setup path is captured at an output port. Together, buffers and inverters on the worst path number 4. The worst-margin pin slew stands at approximately 790 ps. In this design, the stage delay of the slowest critical-path cell is 790 ps. The achievable clock frequency stands at approximately 170 MHz. The total of cells resized after clock tree synthesis stands at 0.

The number of cells produced by synthesis stands at 229. The synthesized area divided by synthesized cell count stands at around 7.3 um^2. The met1 layer wirelength in the final routing stands at around 2300 um.

The horizontal die dimension stands at roughly 120 um. In the post-synthesis netlist, the cell with the most instances is ha_1. Across the whole layout, storage elements account for 0 um^2. The register share after synthesis stands at 0%. Sorting the synthesized cells by area gives the leading types as ha_1, mux2i_1, a21oi_1. In the placement report, post-DP HPWL is listed as a little under 4000 um.

Warnings reported by Yosys during synthesis add up to 2. The initialized floorplan defines 36 standard-cell rows. STA puts the critical path data required time at 5280 ps.

The tally of buffers added on design ports stands at ~48. The synthesis-to-layout area growth stands at 34.4%. The number of standard cells reported by yosys stands at about 230. Per the log, the first TritonRoute iteration ended with a DRC count of 129. The final timing report derives a shortest allowable period of 5940 ps.

The count of filler cells inserted in the layout stands at around 1100. The worst ir drop on vdd stands at around 0.026 mV. The OpenROAD report gives the critical path a data arrival time of approximately 4600 ps.

The met2 wire length stands at 2170 um. In the routed layout, each cell is associated on average with a via count of roughly 4.2. Summing every instance area after synthesis gives 0.00168 mm^2.

Looking at the setup timing report, the critical path kind is input pin to output port. The max-slew check reports its worst relative slack as a little under half. The critical path's slowest stage uses the library cell clkdlybuf4s50_1.

The number of nets with antenna violations after detailed routing stands at 0. The aggregate global-route resource usage stands at 6.35%. Entering global routing, the biggest net connects 27 pins. Once layout is complete, the cells apart from fillers number 397. The number of global-route vias before repair stands at ~1600.

There are 0 flip-flops and latches. The chip area from the yosys synthesis statistics stands at 0.00168 mm^2. The antenna diode count stands at 0.

The overall routed net length stands at ~4800 um. Per the hold report, the tightest min-delay path originates at SW[14]. Per STA, the worst path accumulates the most delay in the family buffers and inverters. The total number of vias stands at ~1700. The cell sequence reported for the critical path is clkdlybuf4s50_1, inv_1, ha_1, mux2_2, a32o_1, nand2_1, nand2_1, inv_1, ha_1, mux2i_1, mux2i_1, clkdlybuf4s50_1. Power spread over the standard cell area amounts to between 70 and 80 mW/mm^2.

Looking at the critical path, the highest net fanout was 11. Post-CTS timing repair inserted 0 buffers for setup. 57 I/O pins were placed.

The length of routed met3 wiring stands at 323 um. The number of max-cap violations stands at 0. The placeable core region stands at a little under 0.01 mm^2. Setup repair after global routing left no endpoint under its margin. For this design, the CTS-stage hold fixing added 0 buffers. The biggest area contributor in the post-synthesis netlist is ha_1.

Pins over their slew limit in the final report were tallied at 0. OpenSTA lists the critical path startpoint as SW[1]. The fraction of final layout cells sized beyond drive strength 1 stands at between 7 and 8%.

The total instance count after detailed placement stands at between 300 and 400. The area fraction of the largest cell type after synthesis is 26.8%. Signal nets in the final route climb as high as met4. The total leakage power stands at ~0.99 nW. Hold-check failures listed in the final report amount to 0. The last timing report of the flow puts the setup violation total at 0. The part of the cycle the worst path needs stands at between 90% and 100%.

For this run, design rule violations remaining after detail routing come to 0. The tightest min-delay check is of the input pin to output port type. Leaving out buffers and inverters, the combinational logic in the layout accounts for about 0.0015 mm^2. By count the netlist is led by ha_1, nor2_1, a21oi_1, inv_1, nand2_1.
## layer usage
layer	GRT usage, %	vias up
met4	0	0
met5	0	-
met2	10.4	58
met3	0.897	4
li1	-	868
met1	9.17	744
## path summary, 6_finish.rpt
check	endpoint	slack, ps	cells past startpoint
setup / recovery	HEX0[3]	660	12
hold / removal	LEDR[0]	3600	2
## logic make-up (layout without fill, tap and decap cells)
group,after synthesis,in the layout,share of synthesized area (%)
buffers and inverters,42,76,12.6
muxes,18,18,12.4
xor gates and xnor gates,4,4,2.08
and+or+nand+nor,62,62,17.9
other,2,3,0.447
adders and majority gates,38,38,29.2
AOI/OAI and AO/OA,63,63,25.5
## cell usage in the layout, fill, tap and decap left out, types with 2 or more instances in the layout
| cell type | n |
|---|---|
| nand2_1 | 17 |
| a221o_1 | 2 |
| inv_1 | 18 |
| fa_1 | 2 |
| ha_1 | 36 |
| clkdlybuf4s50_1 | 48 |
| a211o_1 | 2 |
| a22o_1 | 3 |
| conb_1 | 3 |
| o211ai_1 | 5 |
| a21oi_1 | 18 |
| nor2b_1 | 3 |
| a32o_1 | 2 |
| or3_1 | 3 |
| and2_1 | 2 |
| mux2_2 | 2 |
| a211oi_1 | 3 |
| a31oi_1 | 2 |
| a22oi_1 | 2 |
| o21ai_0 | 10 |
| mux2i_1 | 14 |
| o31ai_1 | 2 |
| buf_4 | 9 |
| nand2b_1 | 4 |
| o22ai_1 | 3 |
| xnor2_1 | 3 |
| mux4_2 | 2 |
| nor2_1 | 23 |
| nand3_1 | 3 |
## where the power goes
group	switching [mW]	internal [mW]	total [mW]
registers	0	0	0
clock network	0	0	0
logic	0.0723	0.0901	0.162
## per-stage QoR
| stage | util, % | cell area [um^2] | hold slack [ps] | setup WS (ps) | power (mW) |
|---|---|---|---|---|---|
| 2_1_floorplan | - | 1690 | 2710 | 1800 | 0.0904 |
| 3_3_place_gp | 22.9 | 2260 | 3620 | 608 | 0.164 |
| 3_5_place_dp | 22.9 | 2260 | 3610 | 614 | 0.165 |
| 4_1_cts | 22.9 | 2260 | 3620 | 596 | 0.166 |
| 5_1_grt | 22.9 | 2260 | 3670 | 363 | 0.184 |
| 6_report | 22.9 | 2260 | 3600 | 658 | 0.162 |
## cell type report
type | count | area share, %
Multi-Input combinational cell | 188 | 65.2
Timing Repair Buffer | 57 | 24.3
Inverter | 19 | 3.16
Tap cell | 133 | 7.36
Power and IR drop assume default switching activity.
